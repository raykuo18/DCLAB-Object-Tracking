==> design/flow/design.v <==
module Computation(
    input i_clk,
    input i_rst_n,
    input i_start,
    input [3-1:0] i_Aw,
    input [4-1:0] i_Ai,
    input [3-1:0] i_Bw,
    input [4-1:0] i_Bi,
    input [3-1:0] i_Cw,
    input [4-1:0] i_Ci,
    output [99:0] o_ABC,
    output [99:0] o_C,
    output [99:0] o_BC,
    output [99:0] o_B,
    output [99:0] o_AB,
    output [99:0] o_A,
    output o_finish
);
localparam S_IDLE = 1'd0;
localparam S_PROC = 1'd1;
logic state_r, state_w;
logic finish_r, finish_w;
logic [99:0] ABC_r, ABC_w, C_r, C_w, BC_r, BC_w, B_r, B_w, AB_r, AB_w, A_r, A_w;
logic [99:0] A, B, C;
assign A = i_Aw * i_Ai;
assign B = i_Bw * i_Bi;
assign C = i_Cw * i_Ci;
assign o_ABC = ABC_w;
assign o_C = C_w;
assign o_BC = BC_w;
assign o_B = B_w;
assign o_AB = AB_w;
assign o_A = A_w;
assign o_finish = finish_w;
always_comb begin  
    case(state_r)
        S_IDLE: state_w = (i_start) ? S_PROC : state_r;
        S_PROC: state_w = S_IDLE;
        default: state_w = state_r;
    endcase
end
always_comb begin  
    case(state_r)
        S_IDLE: finish_w = 1'b0;
        S_PROC: finish_w = 1'b1;
        default: finish_w = finish_r;
    endcase
end
always_comb begin  
    case(state_r)
        S_IDLE: begin
            ABC_w = 100'd0;
            C_w = 100'd0;
            BC_w = 100'd0;
            B_w = 100'd0;
            AB_w = 100'd0;
            A_w = 100'd0;
        end
        S_PROC: begin
            ABC_w = A+B+C;
            C_w = C;
            BC_w = B+C;
            B_w = B;
            AB_w = A+B;
            A_w = A;
        end
        default: begin
            ABC_w = ABC_r;
            C_w = C_r;
            BC_w = BC_r;
            B_w = B_r;
            AB_w = AB_r;
            A_w = A_r;
        end
    endcase
end
always_ff@(posedge i_clk or negedge i_rst_n) begin
    if(!i_rst_n) begin
        state_r     <= S_IDLE;
        finish_r    <= 1'b0;
        ABC_r       <= 100'd0;
        C_r         <= 100'd0;
        BC_r        <= 100'd0;
        B_r         <= 100'd0;
        AB_r        <= 100'd0;
        A_r         <= 100'd0;
    end
    else begin
        state_r     <= state_w;
        finish_r    <= finish_w;
        ABC_r       <= ABC_w;
        C_r         <= C_w;
        BC_r        <= BC_w;
        B_r         <= B_w;
        AB_r        <= AB_w;
        A_r         <= A_w;
    end
end
endmodule
==> design/flow/run.sh <==
#!/bin/bash
# OpenROAD 26Q1-2900-gdf79404cd8, Yosys 0.63+post, stock flow scripts
make -C /OpenROAD-flow-scripts/flow DESIGN_CONFIG=/design/flow/config.mk WORK_HOME=/design/flow/orfs finish
==> design/flow/config.mk <==
export PLATFORM = sky130hd
export DESIGN_NAME = Computation
export DESIGN_NICKNAME = Computation
export VERILOG_FILES = /design/flow/design.v
export SDC_FILE = /design/flow/constraint.sdc
export NUM_CORES = 4
export LEC_CHECK = 1
export CORE_AREA = 10 10 245 245
export DIE_AREA = 0 0 255 255
==> design/flow/constraint.sdc <==
current_design Computation

set clk_period 10.1
set clk_io_pct 0.2

create_clock -name clk0 -period $clk_period [get_ports {i_clk}]

set non_clock_inputs [all_inputs -no_clocks]
set_input_delay [expr $clk_period * $clk_io_pct] -clock clk0 $non_clock_inputs
set_output_delay [expr $clk_period * $clk_io_pct] -clock clk0 [all_outputs]
==> run notes <==
The implementation run finished. Number of pins exceeding their max-slew limit in the final report landed at 0. Number of placement rows landed at 86. Overall global routing resource usage landed at 4.072%. Async set-reset flop share out of synthesis landed at 100.0%. In this run the worst hold path is classified as register to register. The largest registers in the layout are state_r: 1 flops. The library cell used most frequently in the layout, excluding fill and tap cells, is sky130_fd_sc_hd__conb_1. Yosys warning count landed at 1.

Antenna violation net count after detailed routing landed at 0. HPWL after detailed placement landed at 15,610 um. After global routing the overflow that remains totals 0. Number of cells in the yosys synthesis report landed at 800. In this build the clock could be raised as far as 112.0 MHz.

Share of synthesized area occupied by flip-flops and latches landed at 0.4105%. Transition time at the pin with the least slew margin landed at 0.6151 ns. Dividing the detail-routed wire length by the instance count gives 10.31 um. DRC violation count after routing landed at 0.

Between clock sinks in the finished design, the worst skew comes to 0 ns. Count of state elements after synthesis landed at 1. Summed over all instances, the cell type with the most area after synthesis is sky130_fd_sc_hd__buf_4. The area fraction of the largest cell type after synthesis is 68.23%. I/O pin total landed at 625.

For this block, the initial DRC count from the detailed router was 58. For reference, the post-synthesis area per instance comes to 7.620 sq um. Data on the critical path is required at its endpoint by 8.08 ns.

Layout-stage area growth over the synthesis result landed at -8.313%. The critical path starts at i_Bi[0]. Setup-violating endpoint count in the final report landed at 0. Final critical-path share of the clock period landed at 88.43%.

STA classifies the critical path startpoint as a primary input. Insertion delay to the later sink of the worst-skew pair landed at 0 ns. For the worst reg-to-reg path, the startpoint reported by OpenROAD is state_r$_DFF_PN0_. Including well taps, the total number of placed cells is 1,570.

By area the synthesized netlist is led by sky130_fd_sc_hd__buf_4 (68%), sky130_fd_sc_hd__ha_1 (8.0%), sky130_fd_sc_hd__and2_1 (6.2%), sky130_fd_sc_hd__fa_1 (3.9%), sky130_fd_sc_hd__a21o_1 (1.7%). Warnings raised by the tools during the run amount to 28. Number of flip-flops in the largest register landed at 1. Peak fanout along the critical path landed at 5. Across the VDD grid, the largest voltage drop is 0.03603 mV. The worst hold path begins at state_r$_DFF_PN0_. Looking at the worst setup and hold paths, the clock pins of their registers show a slew of 0 ns. For this run, the share of the core covered by cells in the final layout is 10.18%.

After the flow finishes, the layout carries non-filler instances totaling 1,570. In this run, synthesis inferred 0 flip-flops with an integrated enable. Cell area after synthesis landed at 6096 sq um. Per the final layout report, the fraction of cells sized above drive strength 1 comes to 0.6928%.

More flip-flops sit in one register than any other, and that register is state_r. The share of the core area taken by cells at floorplan is 11.11%. Number of global-route vias before repair landed at 3,604.

The congestion estimate from routability-driven global placement came to 0.8163. The wire length recorded after detailed routing is 16,180 um. Count of input and output buffers landed at 70. According to the timing report, the arrival time at the worst endpoint equals 6.91 ns. Final hold violation count landed at 0.

Number of hold buffers added after CTS landed at 0. Total die size landed at 65,030 sq um. Maximum number of pins on one net before global-route repair landed at 54. The leakage power in the latest report is 3.158 nW. The flow reported a cell area power density of 61.64 nW/um^2. Number of library cell types mapped by synthesis landed at 40. STA classifies the critical path endpoint as an output port. The most used flip-flop cell after synthesis is sky130_fd_sc_hd__dfrtp_1. Gate count after technology mapping landed at 800. Looking at the setup timing report, the critical path kind is primary input to output port.

Total via count after detailed routing landed at 3,305. The final timing report derives a shortest allowable period of 8.931 ns. First-pass GRT wire length landed at 20,480 um. The run reported a max-capacitance violation count of 0. The flow ran to the end, and the final reports show no timing, DRC or antenna violations. Adding up every negative setup slack in the final design gives 0 ns. Number of antenna cells inserted landed at 0. Power comes to 0.3445 mW.

Buffers inserted during post-CTS setup optimization landed at 0. In the routed layout, each cell is associated on average with a via count of 2.105. Setup repair after global routing left no endpoint under its margin.

After floorplanning, the core was sized to cover 54,880 sq um. Post-CTS resize count landed at 0. The max-slew check reports its worst relative slack as 58.85%.

Width of the chip landed at 255 um. In the layout the commonest cells are sky130_fd_sc_hd__conb_1 (554), sky130_fd_sc_hd__clkdlybuf4s50_1 (70), sky130_fd_sc_hd__and2_1 (60), sky130_fd_sc_hd__ha_1 (39), sky130_fd_sc_hd__nand2_1 (18). For this run, the chip area from Yosys synthesis comes to 6096 sq um. The iteration count recorded for the first detailed-route pass is 4. Number of antenna violations at the first check in global routing landed at 0. According to the floorplan report, the die height is 255 um.
[kinds of logic after synthesis]
kind of cell	after synthesis	share of synthesized area, %
buffers and inverters	575	69.54
and+or+nand+nor	110	10.47
adders and majority gates	51	11.95
AOI/OAI and AO/OA	46	5.255
xor gates and xnor gates	15	2.155
other	1	0.06152
muxes	1	0.1642
DFF	1	0.4104
[worst paths after layout]
path | endpoint | slack (ns) | depth (start not counted)
hold / removal | state_r$_DFF_PN0_ | 0.82 | 2
min in group asynchronous | state_r$_DFF_PN0_ | 2.17 | 1
max in group asynchronous | state_r$_DFF_PN0_ | 7.83 | 1
setup reg to reg | state_r$_DFF_PN0_ | 9.16 | 2
hold reg to reg | state_r$_DFF_PN0_ | 0.82 | 2
setup / recovery | o_ABC[7] | 1.17 | 17
[routing by layer]
layer  wire length [um]  vias to the layer above  global-route usage, %
met5                  0                        -                      0
li1                   -                     1536                      -
met2               7924                      300                  7.230
met3               2455                        6                  1.996
met4                 57                        0                 0.1530
met1               5746                     1463                  4.531
[worst max-delay path: stages]
cell and delay [ns]:
sky130_fd_sc_hd__clkdlybuf4s50_1 0.45, sky130_fd_sc_hd__and2_1 0.19, sky130_fd_sc_hd__fa_1 0.47, sky130_fd_sc_hd__ha_1 0.24, sky130_fd_sc_hd__fa_1 0.40, sky130_fd_sc_hd__xor2_1 0.53
sky130_fd_sc_hd__ha_1 0.39, sky130_fd_sc_hd__a21oi_1 0.20, sky130_fd_sc_hd__o21ai_1 0.10, sky130_fd_sc_hd__xor2_1 0.16, sky130_fd_sc_hd__ha_1 0.24, sky130_fd_sc_hd__or3_4 0.39
sky130_fd_sc_hd__or2_0 0.22, sky130_fd_sc_hd__o221ai_2 0.14, sky130_fd_sc_hd__xor2_1 0.16, sky130_fd_sc_hd__and2_1 0.14, sky130_fd_sc_hd__clkdlybuf4s50_1 0.47
[synthesized netlist by cell type (all sizes together), types with 3 or more instances]
cell and instances:
a21o 14, clkbuf 5, nand2 18, nand2b 3, inv 16, o21ai 7, o211ai 5, nor2 7
and3 4, and2 60, xor2 8, ha 39, xnor2 7, fa 12, a21oi 10, buf 554
nand4 5, a211oi 3
[metrics by stage]
step	area (sq um)	setup WS, ns	hold WS [ns]
finish	5589	1.169	0.8177
global placement	5589	1.153	0.8320
global route	5589	0.9044	0.9111
detailed placement	5589	1.173	0.8435
floorplan	8172	2.666	0.7405
CTS	5589	1.161	0.8431
[layout make-up]
cell class,instances,area [sq um]
inverter,16,60.06
sequential,1,25.02
fill,6442,49290
tap,704,880.8
timing repair buffer,72,715.7
multi-input combinational,777,3908
[report_power, final]
group	internal (mW)	switching (mW)	total (mW)
Sequential	0.00435	0.0000567	0.00440
Combinational	0.162	0.178	0.340
Clock	0	0	0
Power figures rest on the tool's default switching activity, not on a simulated workload.
