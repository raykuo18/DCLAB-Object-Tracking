### ./config.mk
export PLATFORM = sky130hd
export DESIGN_NAME = AddrProcess
export DESIGN_NICKNAME = AddrProcess
export VERILOG_FILES = /design/flow/design.v
export SDC_FILE = /design/flow/constraint.sdc
export NUM_CORES = 4
export LEC_CHECK = 1
export CORE_AREA = 10 10 142 142
export DIE_AREA = 0 0 152 152
### ./constraint.sdc
current_design AddrProcess

set clk_period 9.4
set clk_io_pct 0.2

create_clock -name clk0 -period $clk_period [get_ports {i_clk}]

set non_clock_inputs [all_inputs -no_clocks]
set_input_delay [expr $clk_period * $clk_io_pct] -clock clk0 $non_clock_inputs
set_output_delay [expr $clk_period * $clk_io_pct] -clock clk0 [all_outputs]
### ./design.v
module AddrProcess(
    input i_clk,
    input i_rst_n,
    input i_start,
    input [3-1:0] i_Ah,
    input [3-1:0] i_Aw,
    input [3-1:0] i_Ar,
    input [3-1:0] i_As,
    input [3-1:0] i_Ak,
    input [3-1:0] i_Bh,
    input [3-1:0] i_Bw,
    input [3-1:0] i_Br,
    input [3-1:0] i_Bs,
    input [3-1:0] i_Bk,
    input [3-1:0] i_Ch,
    input [3-1:0] i_Cw,
    input [3-1:0] i_Cr,
    input [3-1:0] i_Cs,
    input [3-1:0] i_Ck,
    output [99:0] o_A,
    output [99:0] o_B,
    output [99:0] o_C,
    output o_finish,
    output [1:0] o_comp
);
localparam S_IDLE = 1'd0;
localparam S_PROC = 1'd1;
logic state_r, state_w;
logic [99:0] A_r, A_w, B_r, B_w, C_r, C_w;
logic finish_r, finish_w;
logic [1:0] comp_r, comp_w;
logic [3-1:0] tempxA, tempxB, tempxC;
logic [3-1:0] tempyA, tempyB, tempyC;
logic [2:0] compareAB, compareBC;
assign compareAB[0] = (tempxA == tempxB);
assign compareAB[1] = (tempyA == tempyB);
assign compareAB[2] = (i_Ak == i_Bk);
assign compareBC[0] = (tempxB == tempxC);
assign compareBC[1] = (tempyB == tempyC);
assign compareBC[2] = (i_Bk == i_Ck);
assign o_A = A_w;
assign o_B = B_w;
assign o_C = C_w;
assign o_finish = finish_w;
assign o_comp = comp_w;
assign tempxA = i_Ah - i_Ar;
assign tempxB = i_Bh - i_Br;
assign tempxC = i_Ch - i_Cr;
assign tempyA = i_Aw - i_As;
assign tempyB = i_Bw - i_Bs;
assign tempyC = i_Cw - i_Cs;
always_comb begin  
    case(state_r)
        S_IDLE: state_w = (i_start) ? S_PROC : state_r;
        S_PROC: state_w = S_IDLE;
        default: state_w = state_r;
    endcase
end
always_comb begin  
    case(state_r)
        S_IDLE: finish_w = 1'b0;
        S_PROC: finish_w = 1'b1;
        default: finish_w = finish_r;
    endcase
end
always_comb begin  
    case(state_r)
        S_IDLE: begin
            A_w = 100'd0;
            B_w = 100'd0;
            C_w = 100'd0;
        end
        S_PROC: begin
            A_w = tempxA * tempyA * i_Ak;
            B_w = tempxB * tempyB * i_Bk;
            C_w = tempxC * tempyC * i_Ck;
        end
        default: begin
            A_w = A_r;
            B_w = B_r;
            C_w = C_r;
        end
    endcase
end
always_comb begin  
    case(state_r)
        S_IDLE: comp_w = 2'd3;
        S_PROC: begin
            if (compareAB == 3'b111 && compareBC == 3'b111) comp_w = 2'd0;
            else if (compareAB == 3'b111 && compareBC != 3'b111) comp_w = 2'd1;
            else if (compareAB != 3'b111 && compareBC == 3'b111) comp_w = 2'd2;
            else comp_w = 2'd3;
        end
        default: comp_w = comp_r;
    endcase
end
always_ff @(posedge i_clk or negedge i_rst_n) begin
    if(!i_rst_n) begin
        A_r         <= 100'd0;
        B_r         <= 100'd0;
        C_r         <= 100'd0;
        finish_r    <= 1'd0;
        comp_r      <= 2'd0;
        state_r     <= 1'b0;
    end
    else begin        
        A_r         <= A_w;
        B_r         <= B_w;
        C_r         <= C_w;
        finish_r    <= finish_w;
        comp_r      <= comp_w;
        state_r     <= state_w;
    end
end
endmodule
### ./run.sh
#!/bin/bash
# OpenROAD 26Q1-2900-gdf79404cd8, Yosys 0.63+post, stock flow scripts
make -C /OpenROAD-flow-scripts/flow DESIGN_CONFIG=/design/flow/config.mk WORK_HOME=/design/flow/orfs finish
==> Slide: Implementation Results <==
Physical Implementation Snapshot

Outcome
  – Status: completed

STA
  – Min Tclk post-route: roughly 8.9 ns
  – Maximum clock frequency: between 0.1 and 0.15 GHz
  – Final hold violations: 0
  – Setup TNS: 0 ns
  – Final WS setup: 0.4580 ns
  – Fin crit share: 95.13%
  – Final setup viols: 0
  – Min Hold Slack: 0.7625 ns
  – RSZ-0062 raised after global routing: no
  – Slew Limit Fails: 0
  – Clock skew: 0 ns

Power
  – Power Density: 88.51 mW/mm^2
  – Worst vdd ir: between 40 and 50 uV
  – LEAKAGE: approximately 2.7 nW

Setup path
  – Bufs and invs on worst path: 5
  – Cell repeated most along the worst path: fa_1
  – Delay-heaviest family, CP: adder cells
  – Slowest-stage cell, CP: fa_1
  – WP data required: around 7.5 ns
  – Startpoint Class: input pin
  – CP cell instances: clkdlybuf4s50_1 -> ha_1 -> inv_1 -> fa_1 -> xnor2_1 -> or2b_2 -> fa_1 -> inv_1 -> ha_1 -> fa_1 -> nand2_1 -> fa_1 -> inv_1 -> fa_1 -> a21o_1 -> a21oi_1 -> xnor2_1 -> and2_1 -> clkdlybuf4s50_1
  – Crit path kind: input pin to output pin
  – Max incr delay on CP: roughly 0.55 ns
  – Worst Path Arrival: slightly above 7 ns
  – Worst-path fanout max: 3
  – Crit end category: output pin

Placement
  – Final GP Congestion: 0.8173
  – Port Buffers: just under 80
  – Dpl ws: roughly 0.39 ns
  – Hpwl dp: about 10,000 um

Logic synthesis
  – Fraction of registers with async set/reset: approximately 100%
  – Number of cells in Yosys stat: between 600 and 700
  – Synth Seq Share: less than 1%
  – Leading area contributor after synthesis: buf_4
  – Yosys warning count: 1
  – Top_reg_cell synth: dfrtp_1
  – Syn avg cell area: 7.698 sq um
  – Synth Cell Area: 0.004696 sq mm
  – Syn Inst Count: 610
  – Synth top area share: 43.65%
  – Number of enable flip-flop cells: 0
  – Top cells, area: buf_4 44%, ha_1 12%, fa_1 12%
  – Yosys stat chip area: between 0.004 and 0.005 sq mm
  – Unique cell types: 32
  – Flops after synth: 1

Detailed routing
  – Vias/cell: 3.224
  – Antenna-violating nets left: 0
  – Drt initial violations: approximately 70
  – DRC violations left: 0
  – Via count: around 2,900
  – Post-Route WL: approximately 11,000 um
  – Antenna Cells: 0
  – DR WL/cell: 12.02 um
  – Drt first pass iters: 3

Floorplan
  – # IOs: roughly 350
  – Die Span Y: ~150 um
  – Core area: around 0.017 sq mm
  – Die area: roughly 0.023 sq mm
  – Cell Rows: 48
  – Initial core utilization: roughly 27%
  – Die width: around 150 um

CTS
  – Clk latency of the worst-skew pair: 0 ns
  – Cts hold-fix bufs: 0
  – # Post-CTS Setup Buffers: 0
  – Cts repair resizes: 0
  – Clk slew on worst S/H paths: 0 ns

Min path
  – Worst min path class: flip-flop to flip-flop

GRT
  – GRT Util Overall: roughly 8.5%
  – First-pass GRT wire length: 16,650 um
  – Initial antenna violation count: 1
  – Pin count of the biggest net entering global routing: 44
  – Vias in the first global route: roughly 3,200
  – Gr ovfl total: 0

Flow run
  – Total of max-cap violations: 0
  – Tool Warnings: 28

Final layout
  – Most numerous logic cells after layout: 273 x conb_1, 77 x clkdlybuf4s50_1, 57 x inv_1, 45 x ha_1, 38 x nand2_1
  – Top cell excl fill/tap: conb_1
  – Largest register FFs: 1
  – Largest regs: state_r: 1 flops
  – Layout cells sized above 1: between 1 and 1.5%
  – Fill cell count: 1,875
  – Area grow syn2layout: 0.7461%
  – Largest Register: state_r
cell families after synthesis:
kind of cell	count (synthesis)	synth area share, %
AOI/OAI and AO/OA	34	4.930
other	1	0.07986
DFF	1	0.5328
and+or+nand+nor	123	14.36
adders and majority gates	72	23.50
buffers and inverters	337	48.76
xor gates and xnor gates	42	7.834
worst reg2reg max path, cell delays in order (launching register included):
cell and delay, ns:
dfrtp_1 0.30, buf_4 0.33, nor2b_1 0.09
power breakdown:
part	internal (mW)	switching [mW]	total, mW
Combinational	0.207	0.207	0.414
Clock	0	0	0
Sequential	0.00467	0.0000631	0.00473
Total	0.212	0.207	0.419
worst paths after layout:
path                                     end  depth (start not counted)         startpoint  slack (ns)
setup / recovery                      o_B[6]                         19            i_Bs[0]        0.46
hold / removal             state_r$_DFF_PN0_                          2  state_r$_DFF_PN0_        0.76
setup reg to reg           state_r$_DFF_PN0_                          2  state_r$_DFF_PN0_        8.55
hold reg to reg            state_r$_DFF_PN0_                          2  state_r$_DFF_PN0_        0.76
max in group asynchronous  state_r$_DFF_PN0_                          1            i_rst_n        7.27
min in group asynchronous  state_r$_DFF_PN0_                          1            i_rst_n        2.03
routing by layer:
metal | vias up | part of all wire (%) | GRT usage [%]
li1 | 1499 | - | -
met2 | 145 | 51 | 15.19
met3 | 10 | 6.7 | 2.233
met5 | - | 0.12 | 0
met1 | 1275 | 41 | 10.33
met4 | 2 | 0.62 | 0.5502
area by class of cell:
type	instances	area, sq um	area share (%)
Inverter	57	214.0	4.523
Multi-Input combinational cell	544	3402	71.91
Sequential cell	1	25.02	0.5290
Tap cell	225	281.5	5.951
Timing Repair Buffer	82	808.3	17.09
stage by stage:
stage,cells,power [mW],cell area [sq um],utilization (%)
finish,909,0.4187,4731,27.54
global route,909,0.4964,4731,27.54
CTS,909,0.4314,4731,27.54
detailed placement,909,0.4268,4731,27.54
global placement,909,0.4286,4731,27.54
floorplan,882,0.3653,5717,-
synth_stat cells (2+ instances only):
cell       number
buf_4         273
inv_1          57
ha_1           45
nand2_1        38
and2_1         34
fa_1           27
xnor2_1        26
xor2_1         16
nor2b_1        13
a21o_1          9
a21oi_1         9
nor2_1          9
nand2b_1        8
clkbuf_1        7
o21ai_0         6
nand4_1         5
and3_1          3
nand4b_1        3
o211a_1         3
a41oi_1         2
and2_2          2
nand3b_1        2
o2111ai_1       2
o311ai_0        2
or4_1           2
Power and IR drop assume default switching activity.
